==> design/flow/design.v <==
module GTEOverflowFLAGS (
	input signed [49:0] v,
	input  sf,		 
	input  lm,		 
	input  forceSF_BFlag,
	output AxPos,	 
	output AxNeg,	 
	output FPos,	 
	output FNeg,	 
	output G,		 
	output H,		 
	output B,		 
	output C,		 
	output D,		 
	output [31:0]   OutA,
	output [15:0]   OutB,
	output [ 7:0]	OutC,
	output [15:0]   OutD,
	output [10:0]	OutG,
	output [12:0]	OutH
);
wire vSGN     = v[49];
wire isPos    = !vSGN;
wire bSF      = (sf | forceSF_BFlag);
wire vSGNB    = bSF ? v[43] : v[31]; 
wire isPosB   = !vSGNB;
wire vSGNC    = sf ? v[43] : v[31];
wire isPosC   = !vSGNC;
wire vSGND    = v[43];  
wire isPosD   = !vSGND;
wire orRdctA  = |v[48:43];				 
wire andRdctA = &v[48:43];				 
wire orRdctF  = |v[42:31];				 
wire andRdctF = &v[42:31];				 
wire orRdctG  = |v[30: 28];				 
wire andRdctG = &v[30: 27];				 
wire or2726   = |v[27:26];
wire overG    = (  orRdctA |  orRdctF |  orRdctG | or2726);  
wire underG   = ( andRdctA & andRdctF & andRdctG & (&v[28:26]) );  
wire GPos     = (isPos) & (  overG);	 
wire GNeg     = ( vSGN) & (!underG);	 
wire isLow4096= v[24] && (!(|v[23:12]));
wire is4096   = (isPos)  && (!(overG|v[25])) && isLow4096;
wire is4096Clp= (isPosD) && (!(orRdctF | orRdctG | or2726 | v[25])) && isLow4096;
wire or2524   = (|v[25:24]);
wire HPosFlg  = (isPos )  & ( overG   | or2524);	 
wire HPosClp  = (isPosD)  & ( orRdctF | orRdctG | or2726 | or2524);
wire DPos12   = (isPosD) & (orRdctF | orRdctG);		 
wire orBHi    = (orRdctF | orRdctG | v[27]);
wire orBLo    = ( |v[30:15]               );
wire orB      = (sf ? orBHi 	 
					: orBLo);	 
wire orBFlg   = (bSF? orBHi 	 
					: orBLo);	 
wire BPosFlg  = (isPosB) & (orBFlg);				 
wire BPosClp  = (isPosC) & (orB);					 
wire CPos     = (isPosC) & (orB | (sf ? (|v[26:24]) : (|v[14:12])));	 
wire andBHi   = (andRdctF | andRdctG );
wire andBLo   = ( &v[30:15]          );
wire andB     = (sf ? andBHi	 
                    : andBLo);
wire andBFlg  = (bSF? andBHi	 
                    : andBLo);
wire BNegFlg  = (vSGNB) & andBFlg;	 
wire BNegClp  = (vSGNC) & andB;		 
assign AxPos  = (isPos) & ( ( orRdctA                      ));  
assign AxNeg  = ( vSGN) & (!(andRdctA                      ));  
assign FPos   = (isPos) & ( ( orRdctA |  orRdctF           ));  
assign FNeg   = ( vSGN) & (!(andRdctA & andRdctF           ));  
assign G      = ( GPos) | (GNeg);
assign H      = ( vSGN) | (HPosFlg && (!is4096))                ;  
assign OutA   = sf ? v[43:12] : v[31:0];
wire   nandBFlg  = (BNegFlg && (!lm)) | (vSGNB && lm);
assign B         = BPosFlg | nandBFlg;
wire   nandBClp  = (BNegClp && (!lm)) | (vSGNC && lm);
assign OutB	     = { (vSGNC & (~lm)) , (((sf ? v[26:12] : v[14:0]) & {15{!nandBClp}}) | {15{BPosClp}}) };
assign C      = CPos | vSGNC;
assign OutC   = ((sf ? v[23:16] : v[11:4]) & {8{!vSGNC}}) | {8{CPos}};
assign D      = DPos12 | vSGND;
assign OutD   = (v[27:12] & {16{!vSGND}}) | {16{DPos12}};
assign OutG   = {vSGN,(v[25:16] | {10{GPos}}) & {10{!GNeg}}};
assign OutH	  = (HPosClp && (!is4096Clp)) ? 13'h1000 : (v[24:12] & {13{!vSGND}});
endmodule
==> design/flow/run.sh <==
#!/bin/bash
# OpenROAD 26Q1-2900-gdf79404cd8, Yosys 0.63+post, stock flow scripts
make -C /OpenROAD-flow-scripts/flow DESIGN_CONFIG=/design/flow/config.mk WORK_HOME=/design/flow/orfs finish
==> design/flow/config.mk <==
export PLATFORM = sky130hd
export DESIGN_NAME = GTEOverflowFLAGS
export DESIGN_NICKNAME = GTEOverflowFLAGS
export VERILOG_FILES = /design/flow/design.v
export SDC_FILE = /design/flow/constraint.sdc
export NUM_CORES = 4
export LEC_CHECK = 1
export CORE_AREA = 10 10 103 103
export DIE_AREA = 0 0 113 113
export SYNTH_HDL_FRONTEND = slang
==> design/flow/constraint.sdc <==
current_design GTEOverflowFLAGS

set clk_period 5.6
set clk_io_pct 0.2

create_clock -name clk0 -period $clk_period

set non_clock_inputs [all_inputs -no_clocks]
set_input_delay [expr $clk_period * $clk_io_pct] -clock clk0 $non_clock_inputs
set_output_delay [expr $clk_period * $clk_io_pct] -clock clk0 [all_outputs]
==> metrics.yaml <==
cells_and_area:
  finish.utilization_pct: 38.07
  layout_top_cells: "157 x clkdlybuf4s50_1, 33 x nor2_1, 18 x inv_1"
  most_common_library_cell_in_the_layout_ignoring_fill_and_taps: "clkdlybuf4s50_1"
  areaGrowthSynthToFinish_pct: 112.2
  logic_area_sq_um: 1320
  n_clock_buffer: 0
  nFlopsAndLatches: 0
  fillers: 856
  drive_gt1_share_pct: 10.60
  register_area_sq_um: 0
setup_path:
  timing.critical_path.slowest_cell_delay_ns: 0.58
  critical_path.slowest_cell: "a2111oi_4"
  arrival_ns: 3.73
  sort_of_element_at_the_start_of_the_critical_path: "input port"
  cp_common_cell: "clkdlybuf4s50_1"
  worst_path_maximum_fanout: 11
  timing_worst_setup_path_type: "input port to output pin"
  required_ns: 4.48
  worstPathCellList: "clkdlybuf4s50_1 -> nor4_1 -> nand4_1 -> buf_4 -> a2111oi_4 -> and2_1 -> clkdlybuf4s50_1"
  critPathCaptureType: "output pin"
final_timing:
  setup_violations: 0
  tightestPinTransition_ns: 0.6538
  final.period_utilization_pct: 86.56
  setup_total_negative_slack_ns: 0
  final_max_slew_viol_count: 0
  final_hold_viol_count: 0
  period_needed_ns: 4.847
  fmax_mhz: 206.3
  timing.max_slew.rel_slack_pct: 56.41
  grt_setup_unrepaired: "false"
routing:
  drt_iter0_markers: 118
  drt-wirelength-per-cell_um: 20.32
  num_vias: 2278
  insertedDiodeCount: 0
  remaining_drc_errors: 0
  vias_per_cell: 4.816
  drt.antenna.violating_nets: 0
  routed_wirelength_um: 9613
  drt-pass1-iter-count: 4
pwr:
  cellLeakagePower_nw: 1.175
  cellPowerDensity_nw_per_um2: 69.58
  peakVddDrop_uv: 23.83
global_route:
  grt-ovfl-total: 0
  antenna_found_initial: 0
  grt_util_all_layers_pct: 14.16
  grt_pass1_wl_um: 14750
  grt_max_degree: 55
  via_count_of_the_first_global_routing_pass: 2392
run:
  cap_viol_max_count: 0
  tool_warnings: 32
yosys:
  postSynthAreaPerCell_sq_um: 6.707
  synthMuxAreaShare_pct: 22.77
  mappedNetlistArea_sq_um: 1489
  synth-adder-area-share_pct: 0
  synth_warnings: 0
  post_synth_xor_area_fraction_pct: 0
  synth.top_cell.area_share_pct: 11.43
  yosys-stat-area_sq_um: 1489
  ys_top_cells_by_area: "mux2i_1 11%, mux2_2 11%, nor2_1 8.3%, o22ai_1 6.7%, and2_1 5.9%"
  post_synth_inst_count: 222
  synth_compound_gate_area_share_pct: 21.68
  simple_gate_area_share_pct: 44.20
  synth_stat.cells: 222
  logic_family: "simple AND/OR/NAND/NOR gates"
  ys_seq_share_pct: 0
  yosysUniqueCellTypes: 41
  synth_top_cell_by_area: "mux2i_1"
floorplanning:
  die_area_sq_um: 12770
  std_cell_rows: 33
  ioPinCount: 158
  fp.dieH_um: 113
  placeableCoreArea_sq_um: 8299
  die_x_um: 113
  fp_util_pct: 17.94
worst_hold_path:
  hold_class: "input port to output pin"
  whs_path_depth: 4
placement:
  numPortBuffers: 158
  hpwlAfterDp_um: 7955
  gp_routability_congestion: 0.8371
run_status:
  outcome: "finished, final reports clean"
cts:
  ctsResizeCount: 0
  cts_post_setup_buffers_inserted: 0
  cts_hold_repair.buffers: 0
[metal layers]
metal | global-route usage, % | part of all wire [%] | vias up
li1 | - | - | 1132
met1 | 18.01 | 41 | 1053
met2 | 24.88 | 51 | 93
met3 | 3.365 | 8.4 | 0
met4 | 0.3384 | 0 | 0
met5 | 0 | 0 | -
[kinds of logic (layout without fill, tap and decap cells)]
| group | count (synthesis) | in the layout |
|---|---|---|
| simple gates | 109 | 109 |
| compound gates | 42 | 42 |
| buf+inv | 39 | 185 |
| mux | 32 | 32 |
[cell type report]
| type | instances | area share, % |
|---|---|---|
| Timing Repair Buffer | 166 | 51.80 |
| Multi-Input combinational cell | 183 | 41.78 |
| Tap cell | 105 | 4.158 |
| Inverter | 19 | 2.257 |
[power breakdown]
part / leakage [nW] / internal (mW) / switching [mW]
registers: 0 / 0 / 0
clock network: 0 / 0 / 0
logic: 1.17 / 0.139 / 0.0808
total: 1.17 / 0.139 / 0.0808
[cell usage after synthesis (2+ instances only)]
master / instances
nor3_2: 2
buf_2: 9
o21ai_0: 3
o22ai_1: 16
inv_1: 18
or2_2: 2
nor3_1: 13
mux2_2: 15
and4_1: 9
and2_1: 14
a31oi_1: 2
nand3_1: 2
nand2_1: 2
nor2_1: 33
buf_4: 3
a21oi_1: 2
clkbuf_1: 7
o21a_1: 11
nand4_1: 9
nor4_1: 11
mux2i_1: 17
nor4_2: 3
[path summary, 6_finish.rpt]
check                  from        to  slack, ns
worst max-delay path  v[20]   OutH[3]       0.75
worst min-delay path     sf  OutB[15]       3.15
[per-stage QoR]
step	instances	setup slack [ns]	instance area [sq um]	hold slack, ns	power, mW
after floorplan	222	2.128	1489	2.253	0.05722
after global placement	473	0.7683	3159	3.157	0.2233
final	473	0.7528	3159	3.146	0.2198
after detailed placement	473	0.7438	3159	3.138	0.2234
after global routing	473	0.4769	3159	3.207	0.2384
after CTS	473	0.7308	3159	3.153	0.2249
[critical path, delay by kind of cell]
family          cells  cell delay (ns)
buf+inv             3             1.27
simple gates        3             0.76
compound gates      1             0.58
Power figures rest on the tool's default switching activity, not on a simulated workload.
